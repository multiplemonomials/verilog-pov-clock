==> design/flow/config.mk <==
export PLATFORM = sky130hd
export DESIGN_NAME = led_driver
export DESIGN_NICKNAME = led_driver
export VERILOG_FILES = /design/flow/design.v
export SDC_FILE = /design/flow/constraint.sdc
export NUM_CORES = 4
export LEC_CHECK = 1
export CORE_UTILIZATION = 50
==> design/flow/constraint.sdc <==
current_design led_driver

set clk_period 7.2
set clk_io_pct 0.2

create_clock -name clk0 -period $clk_period [get_ports {sys_clk}]

set non_clock_inputs [all_inputs -no_clocks]
set_input_delay [expr $clk_period * $clk_io_pct] -clock clk0 $non_clock_inputs
set_output_delay [expr $clk_period * $clk_io_pct] -clock clk0 [all_outputs]
==> design/flow/design.v <==
`timescale 1ns / 1ps
module led_driver(
		input wire rst,
		input wire [(8)*8 - 1:0] led_r_vector,
		input wire [(8)*8 - 1:0] led_g_vector,
		input wire [(8)*8 - 1:0] led_b_vector,
		input wire sys_clk,
		input wire write_data,
		output wire mosi,
		output wire sclk
    );
	reg [7:0] led_r [8-1:0];
	reg [7:0] led_g [8-1:0];
	reg [7:0] led_b [8-1:0];
	integer index;
	always @* begin  
	  for(index=0; index < 8; index = index + 1)
			begin
				led_r[index] <= led_r_vector[index*8 +: 8];
				led_g[index] <= led_g_vector[index*8 +: 8];
				led_b[index] <= led_b_vector[index*8 +: 8];
			end 
	end
	wire spi_done;
	reg spi_trigger;
	reg [31:0] spi_data_word;
	simple_spi_m_bit_rw
	#(
		.reg_width(32)
	) spi
	(
		.module_clk(sys_clk),
		.t_start(spi_trigger),
		.d_in(spi_data_word),
		.d_out(),
		.t_size(6'd32),
		.cs(),
		.rst(rst),
		.spi_clk(sclk),
		.miso(1'b0),
		.mosi(mosi),
		.transmit_done(spi_done)
	);
	localparam 	RESET = 3'd0, START_FRAME = 3'd1, LED_FRAME = 3'd3, END_FRAME = 3'd4, DONE = 3'd5;
	reg [2:0] state;
	integer next_led;
	always @(posedge rst, posedge sys_clk)
		begin
			if(rst)
				begin
					spi_trigger <= 1'b0;
					state <= RESET;
				end
			else
				begin
					case(state)
					RESET:
						begin
							if(write_data)
								begin	
									state <= START_FRAME;
								end
						end
					START_FRAME:
						begin	
							state <= LED_FRAME;
							spi_data_word <= 32'h00000000;
							spi_trigger <= 1'b1;
							next_led <= 0;
						end
					LED_FRAME:
						begin
							spi_trigger <= 1'b0;
							if(spi_done)
								begin
									if(next_led == 8)
										begin
											state <= END_FRAME;
											spi_data_word <= 32'hFFFFFFFF;
											spi_trigger <= 1'b1;
										end
									else
										begin
											spi_data_word <= {8'b11111111, led_b[next_led][7:0], led_g[next_led][7:0], led_r[next_led][7:0]};
											spi_trigger <= 1'b1;
											next_led <= next_led + 1;
										end
								end
						end
					END_FRAME:
						begin
							spi_trigger <= 1'b0;
							if(spi_done)
								state <= DONE;
						end
					DONE:
						if(write_data)
								state <= START_FRAME;
					endcase
				end
		end
endmodule
`timescale 1ms/1ms
module simple_spi_m_bit_rw
#(
	parameter reg_width = 8,
  parameter clock_divider = 32
)
(
	input rst,
  input module_clk,
	input t_start,
	input [reg_width-1:0] d_in,
	input [$clog2(reg_width):0] t_size,
	output reg [reg_width-1:0] d_out,
	output reg transmit_done,
	input miso,
	output wire mosi,
	output wire spi_clk,
	output reg cs
);
	parameter counter_width = $clog2(reg_width);
	parameter idle = 1, load = 2, transact = 3, unload = 4;
	reg [reg_width-1:0] mosi_d;
	reg [reg_width-1:0] miso_d;
	reg [counter_width:0] count;
	reg [2:0] state;
  reg bus_clk;
	reg [25:0] divclk;
	always @(posedge module_clk, posedge rst) 	
		begin : clock_divider_block							
			if (rst)
				divclk <= 0;
			else if(divclk == clock_divider)
				divclk <= 0;
			else
				divclk <= divclk + 1'b1;
		end
	always @(posedge module_clk, posedge rst)
	begin
		if (rst)
      begin
        state <= idle;
        cs <= 1;
        d_out <= 0;
        transmit_done <= 0;
        bus_clk <= 0;
        mosi_d <= 0;
        count <= 0;
      end
		else
			case (state)
				idle:
				begin
          bus_clk <= 0;
          count <= reg_width;
          cs <= 0;
          transmit_done <= 0;
					if (t_start)
          begin
						state <= load;
          end
				end
				load:
        begin
					state <= transact;
          mosi_d <= d_in;
        end
				transact:
        begin
          if(divclk == clock_divider)
          begin
            bus_clk <= !bus_clk;
            if(bus_clk == 1'b1)
            begin
              count <= count - 2'd1;
              mosi_d <= {mosi_d[reg_width-2:0], 1'b0};
            end
          end
          if (count != 0)
            state <= transact;
          else
            state <= unload;
        end
				unload:
        begin
					if (t_start)
						state <= load;
					else
						begin
							state <= idle;
							transmit_done <= 1;
						end
        end
			endcase
	end
	assign mosi = ( ~cs ) ? mosi_d[reg_width-1] : 1'bz;
	assign spi_clk = bus_clk; 
endmodule
==> design/flow/run.sh <==
#!/bin/bash
# OpenROAD 26Q1-2900-gdf79404cd8, Yosys 0.63+post, stock flow scripts
make -C /OpenROAD-flow-scripts/flow DESIGN_CONFIG=/design/flow/config.mk WORK_HOME=/design/flow/orfs finish
==> impl_metrics.env <==
# flow metrics
export IMPL_status="completed"
export IMPL_drv_cap=0
export IMPL_common_cells="87 x nand2_1, 74 x dfrtp_1, 65 x mux2_2"
export IMPL_drive_above_1_share_pct=12.8
export IMPL_top_cells_by_area="dfrtp_1 25%, edfxtp_1 23%, mux2_2 9.8%"
export IMPL_hold_class="reg2reg"
export IMPL_worst_pin_slew_ns=0.865
export IMPL_leakage_nw=4.00
export IMPL_dr_total_vias=6711
export IMPL_die_area_mm2=0.0154
export IMPL_cp_start_kind="flip-flop"
export IMPL_grt_remaining_overflow=0
export IMPL_drtPass1Iterations=9
export IMPL_antenna_found_initial=1
export IMPL_cts_tree="done"
export IMPL_crit_type="reg2reg"
export IMPL_rsz0062_at_grt="no"
export IMPL_fin_skew_ns=0.00974
export IMPL_setup_ws_ns=4.29
export IMPL_worst_path_max_fanout=25
export IMPL_grt_max_degree=63
export IMPL_rows=44
export IMPL_coreArea_mm2=0.0145
export IMPL_portBuffers=196
export IMPL_area_growth_pct=36.8
export IMPL_drt_iter0_drc=652
export IMPL_hold_violations=0
export IMPL_cts_reportedPaths_clkPinSlew_ns=0.06
export IMPL_drt_wl_total_um=22100
export IMPL_clock_sinks=133
export IMPL_flop_cell="dfrtp_1"
export IMPL_synth_top_area_share_pct=24.8
export IMPL_netlist_area_mm2=0.00747
export IMPL_avgSynthCellArea_um2=10.4
export IMPL_synthCells=715
export IMPL_post_cts_buffers=0
export IMPL_viasPerCell=6.11
export IMPL_fin_crit_sh_pct=40.4
export IMPL_hold_depth=1
export IMPL_worstSkewPairLatency_ns=0.41
export IMPL_tns_ns=0
export IMPL_setup_viol=0
export IMPL_cts_repair_resized=0
export IMPL_globalRouteTotalUtil_pct=30.8
export IMPL_die_h_um=124
export IMPL_hpwl_um=15800
export IMPL_cts_hold_buf=0
export IMPL_min_period_ns=2.91
export IMPL_finalMaxSlewViolations=0
export IMPL_end_kind="flip-flop"
export IMPL_grt_pass1_vias=6820
export IMPL_h_tree_depth=4
export IMPL_final_cells=1098
export IMPL_ys_ff=133
export IMPL_synth_edff_count=57
export IMPL_irDropWorstVdd_v=0.000166
export IMPL_ys_types=49
export IMPL_reg2reg_depth=8
export IMPL_gp_congestion=1.04
export IMPL_antenna_left=0
export IMPL_wl_per_cell_um=20.1
export IMPL_cp_data_required_time_ns=7.39
export IMPL_min_to="spi.state[0]$_DFF_PP1_"
export IMPL_async_reset_ff_share_pct=57.1
export IMPL_hp_start="spi_trigger$_DFFE_PP0P_"
export IMPL_yosysWarnings=6
export IMPL_stdcell_area_mm2=0.0102
export IMPL_ys_cells=715
export IMPL_drc=0
export IMPL_cp_data_arrival_time_ns=3.10
export IMPL_placed_cell_area_mm2=0.00961
export IMPL_cts_buffer_depth=2
export IMPL_power_density_mw_per_mm2=178
export IMPL_place_ws_ns=3.88
export IMPL_n_antenna_cell=0
export IMPL_synth_top_cell_by_area="dfrtp_1"
export IMPL_ys_seq_share_pct=48.4
export IMPL_most_common_cell="nand2_1"
export IMPL_cts_buffers_inserted=17
export IMPL_ys_area_mm2=0.00747
export IMPL_warnings=32
export IMPL_fp_util_pct=51.4
export IMPL_grt_pass1_wl_um=35700
export IMPL_max_freq_mhz=344
export IMPL_regToRegSetupSlack_ns=4.29
export IMPL_placed_cells_incl_taps=1066
export IMPL_die_width_um=124
export IMPL_cts_root_buf="clkbuf_16"
export IMPL_num_io_pins=197
export IMPL_reg2reg_to="spi_data_word[1]$_SDFFCE_PN0P_"
export IMPL_slew_headroom_pct=42.3
export IMPL_r2r_start="next_led[0]$_SDFFCE_PN0P_"
## state kept, by name (all words and copies together), names as in the netlist, 4 cells and up
| name | cells |
|---|---|
| spi.state | 4 |
| spi.divclk | 26 |
| spi_data_word | 25 |
| next_led | 32 |
| state | 5 |
| spi.count | 6 |
| spi.mosi_d | 32 |
## where the power goes
group | total (mW) | internal (mW) | switching (mW)
sequential | 0.795 | 0.793 | 0.00221
clock | 0.870 | 0.568 | 0.302
combinational | 0.152 | 0.106 | 0.0461
total | 1.82 | 1.47 | 0.350
## cells by family (layout without fill, tap and decap cells)
group                      after synthesis  count (layout)  share of synthesized area, %
and+or+nand+nor                        265             265                          18.6
AOI/OAI and AO/OA                      137             137                          13.3
DFF                                    133             133                          48.4
muxes                                   71              71                          10.6
buffers and inverters                   65             264                          3.37
xor gates and xnor gates                34              34                          3.99
adders and majority gates               10              10                          1.67
## per-layer routing
layer  GRT usage [%]  wire [um]  up-vias
li1                -          -     3103
met1            46.9       9360     3269
met2            47.3      10400      306
met3            9.14       1890       31
met4            4.11        393        2
met5               0         13        -
## layout by cell type, fill, tap and decap left out, types with 16 or more instances in the layout
cell	count
a31oi_1	24
dfrtp_1	74
a222oi_1	24
xor2_1	19
a22oi_1	38
nor2_1	27
a21oi_1	16
clkdlybuf4s50_1	196
nand3_1	21
mux2_2	65
edfxtp_1	57
and3_1	31
inv_1	19
nand2_1	87
nor4_1	16
nand4_1	17
clkbuf_16	19
## critical path, cell delays in order, from the launching register on
cell,delay [ns]
edfxtp_1,0.47
ha_1,0.31
ha_1,0.20
buf_4,0.22
or4_1,0.53
nor2_1,0.24
buf_4,0.30
nand2_1,0.08
a31oi_1,0.32
## how the worst max path moves through the flow
stage                          from                             end  slack (ns)
6_report  next_led[0]$_SDFFCE_PN0P_  spi_data_word[1]$_SDFFCE_PN0P_        4.29
4_1_cts                         rst      next_led[27]$_SDFFCE_PN0P_        4.29
5_1_grt   next_led[0]$_SDFFCE_PN0P_  spi_data_word[1]$_SDFFCE_PN0P_        4.08
## area by class of cell
cell class	instances	area [um^2]
Fill cell	962	4320
Sequential cell	133	3620
Multi-Input combinational cell	517	3610
Timing Repair Buffer	211	2070
Clock buffer	25	518
Tap cell	184	230
Clock inverter	7	90.1
Inverter	21	78.8
## per-stage QoR
step	util, %	power, mW	hold WS [ns]
3_3_place_gp	66.1	0.960	0.433
5_1_grt	70.3	1.87	0.473
6_report	70.3	1.82	0.449
4_1_cts	70.3	1.83	0.455
3_5_place_dp	66.1	0.961	0.439
2_1_floorplan	-	0.840	0.407
Power is estimated from default activity; no workload was simulated.
